==> ./design.v <==
    module ram_16X8(clk,reset,wr_enable,rd_enable,din,dout);
input clk,reset;
input[3:0]wr_enable,rd_enable;
input[7:0]din;
output reg[7:0]dout;
reg[7:0]mem[0:15];
always@(posedge clk)begin
if(reset)
	mem[wr_enable]<=4'b0000;
else
	mem[wr_enable]<=din;
end
always@(posedge clk)begin
if(reset)
	dout<=4'b0000;
else
	dout<=mem[rd_enable];
end
endmodule
==> ./run.sh <==
#!/bin/bash
# OpenROAD 26Q1-2900-gdf79404cd8, Yosys 0.63+post, stock flow scripts
make -C /OpenROAD-flow-scripts/flow DESIGN_CONFIG=/design/flow/config.mk WORK_HOME=/design/flow/orfs finish
==> ./config.mk <==
export PLATFORM = sky130hd
export DESIGN_NAME = ram_16X8
export DESIGN_NICKNAME = ram_16X8
export VERILOG_FILES = /design/flow/design.v
export SDC_FILE = /design/flow/constraint.sdc
export NUM_CORES = 4
export LEC_CHECK = 1
export CORE_UTILIZATION = 50
==> ./constraint.sdc <==
current_design ram_16X8

set clk_period 2.5
set clk_io_pct 0.2

create_clock -name clk0 -period $clk_period [get_ports {clk}]

set non_clock_inputs [all_inputs -no_clocks]
set_input_delay [expr $clk_period * $clk_io_pct] -clock clk0 $non_clock_inputs
set_output_delay [expr $clk_period * $clk_io_pct] -clock clk0 [all_outputs]
==> flow_summary.yaml <==
# synthesis and place-and-route metrics
layout:
  logic_area_mm2: 0.001170
  finalInstanceArea_mm2: 0.006411
  synthToLayoutAreaGrowth_pct: 21.74
  flop_area_mm2: 0.004004
  drive_gt1_share_pct: 23.91
  fillers: 746
critical_path:
  rrSetupSlack_ns: 1.12
  path_cells: "clkdlybuf4s50_1"
  arrival_ns: 1.31
  cp-end-kind: "output port"
  critPathMaxFanout: 1
  crit_path_top_delay_cell: "clkdlybuf4s50_1"
  crit_type: "register to output port"
  max_stage_delay_ns: 0.47
  cpLargestDelayFamily: "buffers and inverters"
  startpoint_type: "register"
  crit_required_ns: 2.00
  critPathBufInv: 1
clocking:
  postCtsResizedCells: 0
  cts-buffers-inserted: 17
  clock_latency_ns: 0.52
  cts-root-buf: "clkbuf_8"
  path_clk_slew_ns: 0.06
  clockBufferDepth: 2
  tritoncts: "done"
  cts_num_sinks: 136
  cts_setup_buffers: 0
  htree_levels: 4
  cts_hold_buf: 0
logic_synthesis:
  ys_cells: 270
  synth_cell_types: 23
  ys_ff: 136
  synth.avg_cell_area_um2: 19.50
  synth_seq_share_pct: 76.03
  synth.logic.top_family: "multiplexers"
  xor_share_pct: 0
  ys_sh_simple_pct: 5.179
  aoi_share_pct: 2.661
  ys_sh_adder_pct: 0
  ys_warn_count: 1
  synthesis.area_mm2: 0.005266
  synthCells: 270
  ys_area_mm2: 0.005266
  mux_area_share_pct: 14.37
detailed_routing:
  detailroute.via_count: 2666
  drtIter0Drc: 128
  drt-wirelength-per-cell_um: 21.23
  drt-pass1-iter-count: 4
  vias_per_cell: 5.566
  ant_nets: 0
  totalWireLength_um: 10170
  drc: 0
  antenna_cells: 0
final_timing:
  hold_ws_ns: 0.6716
  fmax_mhz: 551.1
  layout_min_cycle_time_ns: 1.814
  fin_setup_tns_ns: 0
  fin_skew_ns: 0.007784
  max-slew-margin-rel_pct: 44.11
  maxSlewViolCount: 0
  worstMarginPinSlew_ns: 0.8366
  setup_viol: 0
  rsz0062_at_grt: "false"
  fin_crit_sh_pct: 72.58
  post-route-worst-setup-slack_ns: 0.6856
  hold_viol_final: 0
die:
  die_w_um: 104.6
  coreArea_mm2: 0.01028
  ios: 26
  rows: 37
  fp_util_pct: 51.24
  design.die.area_mm2: 0.01095
  die_y_um: 104.6
power:
  p_leak_uw: 0.002051
  max-vdd-ir-drop_v: 0.0003603
  powerDensity_mw_per_mm2: 831.0
  finalPower_uw: 5328
place:
  hpwl_um: 6356
  place_ws_ns: 0.3595
  gp_congestion: 0.8327
  portBuffers: 25
  dpl-instance-area_mm2: 0.005819
worst_hold_path:
  hold_path.class: "register to register"
grt:
  antenna_found_initial: 0
  grt_start_max_net_pins: 45
  first_global_vias: 2736
  grt_pass1_wl_um: 15570
  grt_usage_pct: 21.92
  overflow: 0
run_status:
  status: "completed"
flow_run:
  warnings: 25
  drv_cap: 0
==> final cells by class <==
| cell class | count | share of cell area [%] |
|---|---|---|
| clock inverters | 13 | 2.713 |
| clock buffers | 18 | 6.518 |
| flip-flops and latches | 136 | 62.45 |
| well taps | 136 | 2.654 |
| multi-input cells | 122 | 18.25 |
| repair buffers | 54 | 7.416 |
==> stage by stage <==
| step | util, % | std cells |
|---|---|---|
| 3_3_place_gp | 56.62 | 448 |
| 5_1_grt | 62.38 | 479 |
| 6_report | 62.38 | 479 |
| 3_5_place_dp | 56.62 | 448 |
| 2_1_floorplan | - | 270 |
| 4_1_cts | 62.38 | 479 |
==> placed cells by master (no fill, tap or decap), drive strengths merged, types with 8 or more instances in the layout <==
| master | synthesis | final |
|---|---|---|
| edfxtp | 128 | 128 |
| mux2i | 22 | 22 |
| mux4 | 20 | 20 |
| nand2 | 9 | 9 |
| clkdlybuf4s50 | 0 | 24 |
| nand2b | 11 | 11 |
| nor2 | 11 | 11 |
| dfxtp | 8 | 8 |
| buf | 7 | 30 |
| clkbuf | 5 | 18 |
| nor2b | 9 | 9 |
==> kinds of logic (layout without fill, tap and decap cells) <==
kind of cell           after synthesis  count (layout)
flip-flops                         136             136
AND/OR/NAND/NOR                     54              54
multiplexers                        48              48
AND-OR/OR-AND                       20              20
buffers and inverters               12              85
==> synthesized netlist by cell type, drive strengths merged <==
library cell,n,share of area (%)
dfxtp,8,3.0
nor4,1,0.12
nor2b,9,1.1
nand2b,11,1.3
a22oi,6,0.86
clkbuf,5,0.36
mux4,20,8.9
mux2,6,1.3
buf,7,1.4
nand3,6,0.57
edfxtp,128,73
o22ai,2,0.24
o221ai,6,1.0
or2,1,0.12
a21oi,6,0.57
nor2,11,0.78
nor3,6,0.57
mux2i,22,4.2
nand2,9,0.64
==> layer usage <==
metal	part of all wire [%]	vias up	track usage, %
met4	1.3	0	2.314
met1	40	1296	36.59
met3	11	15	11.63
met5	0	-	0
li1	-	1224	-
met2	47	131	31.03
==> registers in the layout, summed over array words and instances (netlist names) <==
register  flops
dout          8
mem         128
==> path summary, 6_finish.rpt <==
kind,cells past startpoint,startpoint,to
min,3,mem[14][3]$_DFFE_PP_,dout[3]$_SDFF_PP0_
max reg2reg,3,mem[1][4]$_DFFE_PP_,dout[4]$_SDFF_PP0_
max,1,dout[3]$_SDFF_PP0_,dout[3]
min reg2reg,3,mem[14][3]$_DFFE_PP_,dout[3]$_SDFF_PP0_
==> power by group <==
part | leakage, uW | internal (uW) | switching (uW) | total [uW]
combinational | 0.000675 | 144 | 157 | 301
sequential | 0.00110 | 2580 | 18.4 | 2590
clock | 0.000278 | 1520 | 908 | 2430
total | 0.00205 | 4240 | 1080 | 5330
No activity file was given, so power comes from the tool's default toggle rates.
