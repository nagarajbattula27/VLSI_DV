<file path="./constraint.sdc">
current_design fifo

set clk_period 2.3
set clk_io_pct 0.2

create_clock -name clk0 -period $clk_period [get_ports {clock}]

set non_clock_inputs [all_inputs -no_clocks]
set_input_delay [expr $clk_period * $clk_io_pct] -clock clk0 $non_clock_inputs
set_output_delay [expr $clk_period * $clk_io_pct] -clock clk0 [all_outputs]
</file>
<file path="./design.v">
module fifo(clock,reset,data_in,read_n,write_n,data_out,full,empty);
input[7:0]data_in;
input clock,reset;
input[3:0]read_n,write_n;
output empty,full;
output reg [7:0]data_out;
reg[7:0]mem[15:0];
integer i;
always@(posedge clock,negedge reset)begin
if(!reset)
for(i=0;i<=15;i=i+1)begin
mem[i]<=0;
end
else 
if(!full)
mem[write_n]<=data_in;
end
always@(posedge clock,negedge reset)begin
if(!reset)
data_out<=0;
else if(!empty)
data_out<=mem[read_n];
end
assign empty=(write_n==read_n);
assign full=(read_n=={~write_n[3],read_n[2:0]}); 
endmodule
</file>
<file path="./config.mk">
export PLATFORM = sky130hd
export DESIGN_NAME = fifo
export DESIGN_NICKNAME = fifo
export VERILOG_FILES = /design/flow/design.v
export SDC_FILE = /design/flow/constraint.sdc
export NUM_CORES = 4
export LEC_CHECK = 1
export CORE_UTILIZATION = 30
</file>
<file path="./run.sh">
#!/bin/bash
# OpenROAD 26Q1-2900-gdf79404cd8, Yosys 0.63+post, stock flow scripts
make -C /OpenROAD-flow-scripts/flow DESIGN_CONFIG=/design/flow/config.mk WORK_HOME=/design/flow/orfs finish
</file>
==> results.cfg <==
; yosys + openroad results
[synth]
synth_cells = 491
area_leaders = dfrtp_1, mux2_2, a22oi_1, a22o_1, clkbuf_1
synth-xor-area-share_pct = 0.5477
syn-cell-area_um2 = 6396
simple_gate_area_share_pct = 7.121
topCombFamilyByArea = multiplexers
ys_sh_mux_pct = 24.75
yosysTopAreaCellShare_pct = 53.21
ys_types = 49
synthFlopType = dfrtp_1
ys_cells = 491
yosysMostFrequentCell = dfrtp_1
fa_ha_area_share_pct = 0
ys.flops = 136
synth_top_cell_by_area = dfrtp_1
postSynthAreaPerCell_um2 = 13.03
yosys_area_um2 = 6396
ys_sh_aoi_pct = 11.25
edf_count = 0
common_cells = dfrtp_1, mux2_2, a22oi_1, clkbuf_1, nor2_1
ys_seq_share_pct = 53.21
ys_async_sr_fraction_pct = 100.0
yosysWarningCount = 2

[setup_path]
end_kind = flop
startpoint_type = primary input
critical_path_required_ns = 2.59
crit_arrival_ns = 2.41
cp_max_fo = 28
critical_path_class = primary input to flop

[worst_hold_path]
min-delay-path-class = primary input to async pin

[power]
p_per_area_nw_per_um2 = 893.4
cellLeakagePower_nw = 3.455
power.clock.fraction_pct = 38.6
p_int_w = 0.005504
combPwrFrac_pct = 16.7
swShare_pct = 24.07
p_seq_share_pct = 44.7
p_switching_w = 0.001745
ir_drop_uv = 419.3

[finish]
final_cells = 861
area_growth_syn_to_layout_pct = 26.84
filler_cell_count = 1960
drive_above_1_share_pct = 46.25
ff_latch_area_um2 = 3403
combGateArea_um2 = 2838
finalCoreUtilization_pct = 38.72

[drt]
drc_errors = 0
routed_via_density = 5.156
ant_nets = 0
drt_iter0_drc = 235
dr.pass1.iters = 5
dr_total_vias = 4439
num_antenna_cells = 0
wl_mm = 16.53
drt-wirelength-per-cell_um = 19.20

[placement]
dp_hpwl_mm = 11.04
dpl.cell_count = 828
gp_routability_congestion = 0.8095
port_buffers = 27

[clocking]
clock_tree.buffer_depth = 2
cts_tree = built
clock_latency_ns = 0.42
cts_max_level = 4
cts.sinks = 136
cts_buffers = 17
root_buffer = clkbuf_16
clkTransAtPathRegs_ns = 0.06

[sta]
clock_skew_ns = 0.004544
slew_violations = 0
hold_viol_final = 0
min_period_ns = 2.124
tightest_slew_ns = 0.9508
fmax_mhz = 470.7
slew_headroom_pct = 36.40
setup_viol = 0
timing.setup.tns_ns = 0
min_period_over_period_pct = 92.37
fin_hold_ws_ns = 0.03381
rsz0062_at_grt = no

[floorplanning]
die_area_um2 = 21910
die_y_um = 148.0
die_w_um = 148.0
fp_util_pct = 30.52
core_area_um2 = 20960
core.rowCount = 53
io_pins = 28

[job]
max_cap_violations = 0
warning_count = 25

[global_route]
grt_max_degree = 53
gr-total-overflow = 0
first_global_vias = 4624
grt_pass1_wl_mm = 26.68
antenna_found_initial = 0
track_usage_pct = 16.42

[run_status]
status = complete, no violations
[stage by stage]
stage                     total power, W  instance area, um2  worst slack (ns)
after floorplan                 0.003971                6396            0.4224
final                           0.007248                8113            0.1755
after global routing            0.007570                8113           0.06099
after global placement          0.004418                7443           -0.4838
after CTS                       0.007292                8113            0.2183
after detailed placement        0.004471                7443           -0.4928
[state kept, by name (all words and copies together), names as in the netlist]
name / cells
data_out: 8
mem: 128
[per-layer routing]
metal	global-route usage, %	share of wire, %	vias up	wire, um
li1	-	-	2007	-
met1	24.43	46	2280	7522
met2	24.65	46	135	7525
met3	5.260	7.5	17	1240
met4	2.216	1.4	0	239
met5	0	0	-	0
[final timing paths]
check / cells after the start / from / endpoint / slack [ns]
min: 2 / reset / data_out[2] / 0.03
min reg2reg: 1 / mem[2][2] / mem[2][2] / 0.50
min in group clk0: 1 / mem[2][2] / mem[2][2] / 0.50
max: 8 / read_n[0] / data_out[5] / 0.18
max reg2reg: 6 / mem[15][5] / data_out[5] / 0.55
max in group asynchronous: 2 / reset / mem[14][7] / 0.90
[kinds of logic (layout without fill, tap and decap cells)]
| kind of cell | count (synthesis) | count (layout) |
|---|---|---|
| flops | 136 | 136 |
| mux | 140 | 140 |
| buf+inv | 39 | 134 |
| compound gates | 92 | 92 |
| simple gates | 80 | 80 |
| xor+xnor | 4 | 4 |
[cells in the final DEF, fill, tap and decap left out, types with 5 or more instances in the layout]
| cell | netlist | final |
|---|---|---|
| nor2_1 | 19 | 19 |
| buf_12 | 0 | 8 |
| nor3_1 | 5 | 5 |
| a22oi_1 | 30 | 30 |
| clkdlybuf4s50_1 | 0 | 17 |
| buf_4 | 2 | 65 |
| dfrtp_1 | 136 | 136 |
| o22ai_1 | 7 | 7 |
| clkbuf_8 | 0 | 5 |
| mux2_2 | 135 | 135 |
| a211oi_1 | 6 | 6 |
| clkbuf_16 | 0 | 17 |
| o21ai_0 | 10 | 10 |
| o221ai_1 | 5 | 5 |
| nand2_1 | 13 | 13 |
| a221oi_2 | 5 | 5 |
| a22o_1 | 13 | 13 |
| a221o_1 | 5 | 5 |
| nor2b_1 | 9 | 9 |
[power by group through the flow]
stage	Combinational (W)	Clock, W	Sequential (W)
after CTS	0.00122	0.00283	0.00324
after global routing	0.00133	0.00294	0.00331
final	0.00121	0.00280	0.00324
[repair_timing]
item                                    in CTS  in global routing
endpoints found under the hold margin       20                  0
resized                                     40                  0
hold buffers                                 2                  0
endpoints found under the setup margin       4                  0
setup buffers                                0                  0
[area by class of cell]
cell class	count	share of cell area (%)
Multi-Input combinational cell	316	34.98
Inverter	3	0.1388
Sequential cell	136	41.95
Tap cell	275	4.241
Timing Repair Buffer	100	11.10
Clock buffer	23	6.138
Clock inverter	8	1.450
[critical path, stage by stage]
cell	delay [ns]
clkdlybuf4s15_1	0.22
buf_4	0.36
mux2_2	0.38
a22oi_1	0.29
o221ai_1	0.23
a211oi_1	0.25
buf_4	0.16
a221oi_2	0.05
No activity file was given, so power comes from the tool's default toggle rates.
