==> flow/constraint.sdc <==
current_design ram_64X16

set clk_period 4.3
set clk_io_pct 0.2

create_clock -name clk0 -period $clk_period [get_ports {clk}]

set non_clock_inputs [all_inputs -no_clocks]
set_input_delay [expr $clk_period * $clk_io_pct] -clock clk0 $non_clock_inputs
set_output_delay [expr $clk_period * $clk_io_pct] -clock clk0 [all_outputs]
==> flow/run.sh <==
#!/bin/bash
# OpenROAD 26Q1-2900-gdf79404cd8, Yosys 0.63+post, stock flow scripts
make -C /OpenROAD-flow-scripts/flow DESIGN_CONFIG=/design/flow/config.mk WORK_HOME=/design/flow/orfs finish
==> flow/design.v <==
module ram_64X16(clk,reset,wr_enable,rd_enable,wr_adress,rd_adress,data_in,data_out);
input clk,reset,wr_enable,rd_enable;
input[5:0]wr_adress,rd_adress;
input[15:0]data_in;
output reg[15:0]data_out;
reg[15:0]mem[63:0];
always@(posedge clk)begin
if(reset)
mem[wr_adress]<=5'b00000;
else if(wr_enable)
mem[wr_adress]<=data_in;
end
always@(posedge clk)begin
if(reset)
data_out<=5'b00000;
else if(rd_enable)
data_out<=mem[rd_adress];
end
endmodule
==> flow/config.mk <==
export PLATFORM = sky130hd
export DESIGN_NAME = ram_64X16
export DESIGN_NICKNAME = ram_64X16
export VERILOG_FILES = /design/flow/design.v
export SDC_FILE = /design/flow/constraint.sdc
export NUM_CORES = 4
export LEC_CHECK = 1
export CORE_UTILIZATION = 40
==> flow_summary.toml <==
# synthesis and place-and-route metrics
[outcome]
status = "finished clean"

[synthesis]
netlist_area_sq_um = 40300
mux_share_pct = 12.5
postSynthCellCount = 2057
ys_sh_aoi_pct = 5.22
ys_cells = 2057
synth_cell_types = 31
synthAdderAreaFrac_pct = 0
ys_sh_simple_pct = 3.57
yosysSeqAreaShare_pct = 77.2
ys_warn_count = 1
ys_top_logic_family = "multiplexers"
xor_area_share_pct = 0
synth_area_per_cell_sq_um = 19.6
ys_ff = 1040
yosysChipArea_sq_um = 40300

[sta]
finalHoldViolCount = 0
timing_max_transition_violations_final = 0
fin_ws_ns = 0.755
hold_slack_ns = 0.687
min_period_over_period_pct = 82.4
worst_pin_slew_ns = 1.29
setup_viol = 0
clock.fmax_ghz = 0.282
rsz0062_at_grt = "false"
finClkSkew_ns = 0.0291
layout_min_cycle_time_ns = 3.54
relSlewSlack_pct = 13.0

[die]
fp_util_pct = 40.7
die_x_microns = 319
die_area_sq_um = 102000
die_y_microns = 319
pin_count = 48
num_rows = 115
coreArea_sq_um = 99000

[route]
drtPass1Iterations = 5
num_vias = 20300
drcViolationCount = 0
drt_iter0_drc = 1281
wl_per_cell_microns = 28.2
ant_nets = 0
routed_via_density = 5.67
totalWireLength_mm = 101

[setup_path]
crit_chain = "clkdlybuf4s50_1 -> nand2b_2 -> buf_12 -> o22ai_1 -> nor3_1 -> nor3_1 -> o221ai_1"
cp-start-kind = "input pin"
cp_common_cell = "nor3_1"
cp_max_fo = 40
arrival_ns = 4.11
critPathTopFamily = "simple AND/OR/NAND/NOR gates"
crit_slowest_cell = "nor3_1"
path_class = "in2reg"
cp-end-kind = "flop"
crit_required_ns = 4.87
crit_buf_inv = 2
critical-path-max-stage-delay_ns = 1.03

[clocking]
clk_pin_slew_ns = 0.06
clock_path_buffers = 3
cts_root_buffer = "clkbuf_16"
cts_sinks = 1040
hold_buffers = 0
h-tree-depth = 3
clkLatencyLatePin_ns = 0.67
cts_resized = 0
cts_tree = "built"
cts_setup_buffers = 0
cts_made_buffers = 104

[placed_design]
dp_slack_ns = 0.0141
portBuffers = 47
place.gp.congestion = 0.905
hpwl_mm = 60.6

[global_routing]
grt_pass1_vias = 21900
overflow = 0
antenna_found_initial = 9
grt_use_total_pct = 22.1
grt_pass1_wl_mm = 149
grt_max_degree = 97

[final_layout]
num-fill-cells = 7979
layout-drive-gt1-share_pct = 28.0
lay_top_cells = "edfxtp_1 (1,024), mux2_2 (192), mux4_2 (128), buf_4 (117), clkbuf_16 (105)"
syn2layout_area_growth_pct = 15.0
lay_top_count = "edfxtp_1"

[job]
warnings = 26
maxCapViolations = 0

[power]
ir_drop_mv = 0.324
p_per_area_nw_per_um2 = 455
power_leakage_nw = 12.3

[hold_path]
hp-class = "reg2reg"
[cell families (layout without fill, tap and decap cells)]
kind of cell | Yosys count | after routing
AOI/OAI and AO/OA | 304 | 304
buffers and inverters | 126 | 371
DFF | 1040 | 1040
muxes | 320 | 320
other | 0 | 1
and+or+nand+nor | 267 | 267
[registers in the layout (all words and copies together) (netlist names)]
name / cells
data_out: 16
mem: 1024
[cell type report]
class | instances | area, sq um | area share, %
multi-input combinational | 891 | 8640 | 18.7
tap | 1287 | 1610 | 3.48
sequential | 1040 | 31100 | 67.1
antenna | 1 | 2.50 | 0.00541
clock buffer | 137 | 2790 | 6.02
timing repair buffer | 178 | 1640 | 3.54
clock inverter | 56 | 542 | 1.17
[synth_stat cells]
| cell | n | area share [%] |
|---|---|---|
| and2_1 | 16 | 0.25 |
| or2_1 | 1 | 0.016 |
| a22o_1 | 32 | 0.70 |
| buf_1 | 12 | 0.11 |
| or3_1 | 1 | 0.016 |
| o22ai_1 | 64 | 0.99 |
| nand2_2 | 1 | 0.016 |
| nor3_1 | 66 | 0.82 |
| edfxtp_1 | 1024 | 76 |
| clkbuf_1 | 62 | 0.58 |
| dfxtp_1 | 16 | 0.80 |
| o21ai_0 | 64 | 0.80 |
| nor2b_1 | 69 | 1.1 |
| o31ai_1 | 32 | 0.60 |
| and3b_1 | 1 | 0.022 |
| buf_6 | 9 | 0.25 |
| buf_2 | 40 | 0.50 |
| nand3b_1 | 3 | 0.056 |
| or3b_2 | 19 | 0.41 |
| mux4_2 | 128 | 7.2 |
| and3_1 | 1 | 0.016 |
| o221ai_1 | 16 | 0.35 |
| nor2_1 | 69 | 0.64 |
| a22oi_1 | 32 | 0.60 |
| nand2b_1 | 4 | 0.062 |
| nor3b_1 | 1 | 0.019 |
| nand3_1 | 3 | 0.037 |
| mux2_2 | 192 | 5.4 |
| a211oi_1 | 64 | 1.2 |
| buf_4 | 3 | 0.056 |
| nand2_1 | 12 | 0.11 |
[per-stage QoR]
step / setup TNS [ns] / power (mW) / std cells / cell area, sq um / utilization (%)
floorplan: 0 / 12.0 / 2057 / 40300 / -
global placement: -0.195 / 12.5 / 3395 / 42900 / 43.4
detailed placement: 0 / 12.5 / 3396 / 42900 / 43.4
CTS: 0 / 21.2 / 3589 / 46300 / 46.7
global route: 0 / 21.7 / 3589 / 46300 / 46.8
finish: 0 / 21.1 / 3590 / 46300 / 46.8
[routing by layer]
layer	vias up	track usage (%)	share of wire [%]
met3	160	15.1	15
li1	8782	-	-
met5	-	2.84	0.47
met2	1075	32.4	47
met4	24	4.86	2.8
met1	10300	28.1	35
[power breakdown]
group          switching, mW  internal, mW
Combinational          0.655         0.358
Clock                   3.71          5.10
Sequential            0.0454          11.2
Total                   4.41          16.7
[worst min-delay path: stages, from the launching register on]
cell      delay (ns)
dfxtp_1         0.34
or3b_2          0.20
o221ai_1        0.09
[worst paths after layout]
path / from / slack (ns) / endpoint / cells past startpoint
max: rd_adress[3] / 0.76 / data_out[3]$_SDFFE_PP0P_ / 7
min: data_out[0]$_SDFFE_PP0P_ / 0.69 / data_out[0]$_SDFFE_PP0P_ / 2
max reg2reg: mem[31][9]$_DFFE_PP_ / 1.80 / data_out[9]$_SDFFE_PP0P_ / 5
min reg2reg: data_out[0]$_SDFFE_PP0P_ / 0.69 / data_out[0]$_SDFFE_PP0P_ / 2
Power figures rest on the tool's default switching activity, not on a simulated workload.
